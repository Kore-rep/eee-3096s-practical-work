**design/flow/run.sh**
```bash
#!/bin/bash
# OpenROAD 26Q1-2900-gdf79404cd8, Yosys 0.63+post, stock flow scripts
make -C /OpenROAD-flow-scripts/flow DESIGN_CONFIG=/design/flow/config.mk WORK_HOME=/design/flow/orfs finish
```
**design/flow/config.mk**
```make
export PLATFORM = sky130hd
export DESIGN_NAME = ALU
export DESIGN_NICKNAME = ALU
export VERILOG_FILES = /design/flow/design.v
export SDC_FILE = /design/flow/constraint.sdc
export NUM_CORES = 4
export LEC_CHECK = 1
export CORE_UTILIZATION = 50
```
**design/flow/constraint.sdc**
```tcl
current_design ALU

set clk_period 19.7
set clk_io_pct 0.2

create_clock -name clk0 -period $clk_period [get_ports {clk}]

set non_clock_inputs [all_inputs -no_clocks]
set_input_delay [expr $clk_period * $clk_io_pct] -clock clk0 $non_clock_inputs
set_output_delay [expr $clk_period * $clk_io_pct] -clock clk0 [all_outputs]
```
**design/flow/design.v**
```verilog
module ALU(
    input clk,
    input[7:0] A,B,
  	input [3:0] ALU_Sel,
    output reg[7:0] ALU_out
);
  reg[7:0] ALU_result;
always@(posedge clk)  
    begin
        case(ALU_Sel)
            4'b0000:   
                ALU_result = A + B;
            4'b0001:   
                ALU_result = A - B;
            4'b0010:   
                ALU_result = A * B;
            4'b0011:   
                ALU_result = A / B;
            4'b0100:   
                ALU_result = ALU_result + A;
            4'b0101:   
                ALU_result = ALU_result * A;
            4'b0110:   
              ALU_result = ALU_result + (A * B);
            4'b0111:   
              ALU_result = {A[6:0], A[7]};
            4'b1000:   
              ALU_result = {A[0], A[7:1]};
            4'b1001:   
                ALU_result = A & B;
            4'b1010:   
                ALU_result = A | B;
            4'b1011:   
                ALU_result = A ^ B;
            4'b1100:   
              ALU_result = ~(A & B);
            4'b1101:   
              if (A == B) ALU_result = 8'hFF;
          	  else ALU_result = 0;
            4'b1110:   
              if (A > B) ALU_result = 8'hFF;
          	  else ALU_result = 0;
            4'b1111:   
              if (A < B) ALU_result = 8'hFF;
          	  else ALU_result = 0;
            default: ALU_result = A;
        endcase
        ALU_out <= ALU_result;
    end    
endmodule
```
==> flow_metrics.py <==
# Synthesis and PnR figures
metrics = {
    "floorplanning": {
        "row_count": 36,
        "die_h_um": 104,
        "fp_util_pct": 52.4,
        "pin_count": 29,
        "die_x_um": 104,
        "die-area_sq_um": 10800,
        "floorplan.core_area_sq_um": 9950,
    },
    "sta": {
        "max_freq_ghz": 0.0648,
        "finalSetupViolations": 0,
        "rsz0062_at_grt": "no",
        "fin_crit_sh_pct": 78.4,
        "fin_skew_ps": 13.9,
        "hold_ws_ps": 907,
        "tightest_slew_ps": 984,
        "final.setup.worst_slack_ps": 4260,
        "finalCriticalPeriod_ps": 15440,
        "maxSlewHeadroom_pct": 32.7,
        "fin_tns_setup_ps": 0,
        "hold_viol_final": 0,
        "slew_viol_final": 0,
    },
    "clock_tree": {
        "htreeDepth": 1,
        "cts_tree": "built",
        "cts_hold_buf": 0,
        "cts_sinks": 8,
        "post_cts_buffers": 0,
        "cts_resized": 0,
        "clk_latency_ps": 230,
        "root_buffer": "clkbuf_8",
        "clk_path_buf_depth": 2,
        "clkTransAtPathRegs_ps": 50,
        "cts_buffers": 3,
    },
    "global_route": {
        "grt_first_pass_wirelength_um": 27400,
        "antenna_found_initial": 0,
        "grt_pass1_vias": 4932,
        "grt.overflow.total": 0,
        "grt_usage_pct": 33.4,
        "grt_max_degree": 37,
    },
    "detailed_routing": {
        "drtIter0Drc": 435,
        "routed_wl_um": 17000,
        "drtPass1Iterations": 5,
        "viasPerCell": 6.08,
        "drc": 0,
        "route.vias.total": 5091,
        "antennaDiodeCount": 0,
        "wl_per_cell_um": 20.4,
        "postRouteAntennaNets": 0,
    },
    "yosys": {
        "ys.flop_type": "dfxtp_1",
        "synthCells": 687,
        "top_logic_kind": "adder cells",
        "synth_area_sq_um": 5220,
        "async_flop_share_pct": 0,
        "yosys.area_share.simple_pct": 18.4,
        "mux_share_pct": 4.75,
        "ys_seq_share_pct": 3.07,
        "yosys_area_sq_um": 5220,
        "xor_area_share_pct": 9.19,
        "netlist_top_cells_area": "ha_1, fa_1, xnor2_1, inv_1, nor2_1",
        "yosys.area_share.adder_pct": 34.8,
        "yosys-stat-cells": 687,
        "edf_count": 0,
        "synthDistinctLibCells": 64,
        "compound_area_share_pct": 22.3,
        "ys.warnings.count": 1,
        "top_area_cell": "ha_1",
        "synth_flops": 8,
        "synth.top_cell.area_share_pct": 24.5,
        "syn_avg_cell_area_sq_um": 7.59,
    },
    "placed_design": {
        "dp.cells": 834,
        "gp_congestion": 1.07,
        "io_buffers": 28,
        "dp_hpwl_um": 13300,
        "place_area_sq_um": 5650,
        "place_ws_ps": 4120,
    },
    "finish": {
        "fin_util_pct": 57.1,
        "drive_gt1_share_pct": 5.54,
        "layout_top_cell": "ha_1",
        "fillers": 934,
        "layout_top_cells": "ha_1, inv_1, nor2_1, nand2_1, xnor2_1",
        "register_area_sq_um": 160,
        "area_delta_synth_final_pct": 9.07,
        "largest_register_ffs": 8,
        "postLayoutCellArea_sq_um": 5690,
        "finalNonFillerCells": 837,
        "mi_logic_area_sq_um": 4660,
    },
    "worst_setup_path": {
        "cp_slowest_cell": "a2111oi_4",
        "worst_path_largest_cell_delay_ps": 620,
        "required_ps": 19820,
        "worstPathMaxFanout": 10,
        "end_kind": "flop",
        "cpMostUsedCell": "o21a_1",
        "arrival_ps": 15570,
        "cp-start-kind": "input port",
        "worstSetupPathType": "input port to flop",
    },
    "pwr": {
        "total_power_uw": 351,
        "ir_drop_mv": 0.0368,
        "power_density_nw_per_um2": 61.7,
        "power.leakage_nw": 2.65,
    },
    "run": {
        "cap_violations": 0,
        "warnings": 45,
    },
    "hold_path": {
        "hold_path.class": "flop to flop",
    },
    "status": {
        "status": "finished, final reports clean",
    },
}
logic make-up after synthesis:
kind of cell,count (synthesis)
AOI/OAI and AO/OA,171
xor gates and xnor gates,50
adders and majority gates,129
buffers and inverters,102
DFF,8
muxes,22
and+or+nand+nor,205
worst max-delay path, delay by kind of cell:
family	cells	cell delay, ps
AND-OR/OR-AND	34	6120
adder cells (fa/ha/maj)	7	2090
multiplexers	4	1350
AND/OR/NAND/NOR	5	1330
buffers and inverters	2	750
synthesized netlist by cell type, drive strengths merged, types with 4 or more instances:
master	count
nor3	21
a21oi	40
a21o	10
a22oi	6
fa	27
xnor2	42
o21a	22
nand2	55
nand2b	7
o21ai	32
mux2i	6
nor2	71
dfxtp	8
xor2	5
and3	5
clkbuf	23
ha	102
nor4	5
and2	18
nor2b	9
a31oi	5
a32oi	4
mux2	16
o21bai	5
o211ai	6
inv	75
o22ai	9
final timing paths:
path                                             from                    end  slack [ps]  cells past startpoint
worst min-delay path            ALU_result[6]$_DFF_P_  ALU_result[6]$_DFF_P_         910                      4
worst min register to register  ALU_result[6]$_DFF_P_  ALU_result[6]$_DFF_P_         910                      4
worst max register to register  ALU_result[0]$_DFF_P_  ALU_result[5]$_DFF_P_       15080                     15
worst max-delay path                             B[6]  ALU_result[0]$_DFF_P_        4260                     52
metal layers:
layer	track usage, %	part of all wire [%]	vias to the layer above
met5	0	0	-
met4	8.67	4.2	0
met3	5.11	8.9	49
met2	52.3	43	239
met1	48.4	44	2365
li1	-	-	2438
area by class of cell:
cell class	instances	area share, %
clock buffer	3	0.726
inverter	76	5.02
multi-input combinational	577	82.0
sequential	8	2.82
tap	133	2.93
timing repair buffer	40	6.51
power breakdown:
group / internal [mW] / leakage [nW] / switching [mW]
registers: 0.0209 / 0.0673 / 0.00797
logic: 0.142 / 2.56 / 0.160
clock network: 0.0133 / 0.0216 / 0.00716
Power and IR drop assume default switching activity.
